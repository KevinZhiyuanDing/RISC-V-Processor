`design.v`:
```
module ALU(Ain,Bin,ALUop,out,Z,N,V);
  input [15:0] Ain, Bin;
  input [1:0] ALUop;
  output reg [15:0] out;
  output reg Z,N,V;
  always @(*) begin
    Z = 1'b0;
    N = 1'b0;
    V = 1'b0;
    case(ALUop)
      2'b00: begin  
        out = Ain + Bin;
        V = (~Ain[15] & ~Bin[15] & out[15]) | (Ain[15] & Bin[15] & ~out[15]);
      end
      2'b01: begin  
        out = Ain - Bin;
        V = (~Ain[15] & Bin[15] & out[15]) | (Ain[15] & ~Bin[15] & ~out[15]);
      end
      2'b10: out = Bin & Ain;
      2'b11: out = ~Bin;
      default: out = out;
    endcase
    if (out == 16'b0) Z = 1'b1;
    else Z = 1'b0;
    if (out[15] == 1'b1) N = 1'b1;
    else N = 1'b0;
  end
endmodule
module cpu(clk,reset,N,V,Z, mdata, mem_cmd, mem_addr, read_data, write_data);
    input clk, reset;
    input [15:0] read_data, mdata;
    output [15:0] write_data;
    output Z, V, N;
    output [8:0] mem_addr;
    output [1:0] mem_cmd;
    reg [15:0] instruction; 
    wire [2:0] nsel;
    wire [1:0] ALUop, shift;
    wire [2:0] opcode, readnum, writenum;
    wire [15:0] sximm5, sximm8;
    wire write;
    wire [1:0] vsel;
    wire loada, loadb, loadc, loads, asel, bsel; 
    reg [7:0] PC;
    wire [15:0] mdata;
    wire load_pc, reset_pc, load_addr, addr_sel, load_ir;
    inDecoder dec(.in(instruction), .nsel(nsel), .opcode(opcode), 
              .ALUop(ALUop), .sximm5(sximm5), .sximm8(sximm8), 
              .shift(shift), .readnum(readnum), .writenum(writenum));
    stateMachine sm(.clk(clk), .s(s), .reset(reset), .opcode(opcode), .ALUop(ALUop), .shift(shift),
                    .nsel(nsel), .vsel(vsel), .write(write), 
                    .loada(loada), .loadb(loadb), .loadc(loadc), .loads(loads), .asel(asel), .bsel(bsel), 
                    .load_addr(load_addr), .load_ir(load_ir), .load_pc(load_pc),.addr_sel(addr_sel), .mem_cmd(mem_cmd), .reset_pc(reset_pc));
    datapath DP(.ALUop(ALUop), .sximm5(sximm5), .sximm8(sximm8),  
                .shift(shift), .readnum(readnum), .writenum(writenum), 
                .mdata(mdata), .clk(clk), .PC(PC), 
                .write(write), .loada(loada), .loadb(loadb), .loadc(loadc), .loads(loads), .asel(asel), .bsel(bsel), .vsel(vsel),
                .datapath_out(write_data), .Z_out(Z), .V_out(V), .N_out(N));
    reg [8:0] next_pc;
    assign next_pc = (reset_pc) ? 9'b0 : (PC + 1'b1);
    reg [8:0] address;
    assign mem_addr = (addr_sel) ? PC : address;
    always_ff @(posedge clk) begin
        if (load_pc) PC <= next_pc;
        if (load_addr) address <= write_data[8:0];
        if (load_ir) instruction <= read_data; 
    end
endmodule
module datapath(
    input [2:0] writenum, readnum,
    input [1:0] shift, ALUop,
    input write, loada, loadb, loadc, loads, asel, bsel, clk,
    input [1:0] vsel,
    input [15:0] mdata, sximm8, sximm5,
    input [7:0] PC,
    output reg [15:0] datapath_out, 
    output reg Z_out, V_out, N_out
  );
    reg [15:0] data_in;
    wire [15:0] data_out;
    regfile REGFILE (.data_in(data_in), .writenum(writenum), .write(write), .readnum(readnum), .clk(clk), .data_out(data_out));
    reg [15:0] Ain, Bin;
    wire [15:0] out;
    wire Z,N,V;
    ALU ALU (.Ain(Ain), .Bin(Bin), .out(out), .Z(Z), .N(N), .V(V), .ALUop(ALUop));
    reg [15:0] in;
    wire [15:0] sout;
    shifter SHIFT (.in(in), .sout(sout), .shift(shift));
    reg [15:0] A, C;
    assign Ain = asel ? 16'b0 : A;
    assign Bin = bsel ? sximm5 : sout;
    always @(*) begin
        case(vsel) 
            2'b00 : data_in <= mdata;
            2'b01 : data_in <= sximm8;
            2'b10 : data_in <= {8'b0,PC};
            2'b11 : data_in <= C;
        endcase
    end
    always_ff @(posedge clk) begin
        if (loada) A <= data_out;   
        if (loadb) in <= data_out;
        if (loadc) begin
            C <= out;
            datapath_out <= out;
        end
        if (loads) begin
            Z_out <= Z;
            N_out <= N;
            V_out <= V;
        end
    end
endmodule
module inDecoder(in, nsel, opcode, ALUop, sximm5, sximm8, shift, writenum, readnum);
    input [15:0] in;
    input [2:0] nsel;
    output reg [1:0] ALUop, shift;
    output reg [15:0] sximm5, sximm8;
    output reg [2:0] opcode, readnum, writenum;
    wire [2:0] Rn, Rd, Rm;
    wire [4:0] imm5;
    wire [7:0] imm8;
    assign imm5 = in[4:0];
    assign imm8 = in[7:0];
    assign ALUop = in[12:11];
    assign shift = (opcode == 3'b110 | opcode == 3'b101) ? in[4:3] : 2'b00;  
    assign Rn = in[10:8];
    assign Rd = in[7:5];
    assign Rm = in[2:0];
    assign op = in[12:11];
    assign opcode = in[15:13];
    assign sximm5 = {{11{imm5[4]}},imm5};
    assign sximm8 = {{8{imm8[7]}},imm8};
    always @(*) begin
        case(nsel) 
            3'b001 : begin 
                writenum <= Rm; 
                readnum <= Rm; 
            end
            3'b010 : begin 
                writenum <= Rd; 
                readnum <= Rd; 
            end
            3'b100 : begin 
                writenum <= Rn; 
                readnum <= Rn; 
            end
            default: begin
                writenum = 3'b000;
                readnum = 3'b000;
            end 
        endcase
    end
endmodule
module regfile(data_in,writenum,write,readnum,clk,data_out);
    input [15:0] data_in;
    input [2:0] writenum, readnum;
    input write, clk;
    output reg [15:0] data_out;
    reg [15:0] R0, R1, R2, R3, R4, R5, R6, R7;
    wire [7:0] tmpWrite;
    assign tmpWrite = (write) ? (1 << writenum) : 8'b0;  
    always @(posedge clk) begin
        if (tmpWrite[0]) R0 <= data_in;
        else R0 <= R0;
        if (tmpWrite[1]) R1 <= data_in;
        else R1 <= R1;
        if (tmpWrite[2]) R2 <= data_in;
        else R2 <= R2;
        if (tmpWrite[3]) R3 <= data_in;
        else R3 <= R3;
        if (tmpWrite[4]) R4 <= data_in;
        else R4 <= R4;
        if (tmpWrite[5]) R5 <= data_in;
        else R5 <= R5;
        if (tmpWrite[6]) R6 <= data_in;
        else R6 <= R6;
        if (tmpWrite[7]) R7 <= data_in;
        else R7 <= R7;
    end
    always @(*) begin
        case(readnum)
            3'b000: data_out = R0;
            3'b001: data_out = R1;
            3'b010: data_out = R2;
            3'b011: data_out = R3;
            3'b100: data_out = R4;
            3'b101: data_out = R5;
            3'b110: data_out = R6;
            3'b111: data_out = R7;
            default: data_out = 16'b0;
        endcase
    end
endmodule
module shifter(in,shift,sout);
    input [15:0] in;
    input [1:0] shift;
    output reg [15:0] sout;
    always @(*) begin
        case (shift) 
            2'b00: sout <= in;  
            2'b01: sout <= in << 1'b1;  
            2'b10: sout <= in >> 1'b1;  
            2'b11: sout <= $signed(in) >>> 1'b1;  
        endcase
    end
endmodule
module stateMachine(clk, s, reset, opcode, ALUop, shift, nsel, vsel, write, loada, loadb, loadc, loads, asel, bsel, load_addr, load_ir, load_pc, addr_sel, mem_cmd, reset_pc);
    input clk, s, reset;
    input [1:0] ALUop, shift;
    input [2:0] opcode;
    output wire load_addr, load_ir, addr_sel, reset_pc, load_pc;
    output wire [1:0] mem_cmd;
    output wire [1:0] vsel;
    output wire [2:0] nsel;
    output wire loada, loadb, loadc, loads, write, asel, bsel;
    enum reg [5:0] {mov_1, mov1, mov2, mov3, 
                    mvn1, mvn2, mvn3, 
                    add1, add2, add3, add4, 
                    cmp1, cmp2, cmp3, 
                    and1, and2, and3, and4,
                    ldr1, ldr2, ldr3, ldr4, ldr5, ldr6,
                    str1, str2, str3, str4, str5,
                    RST, IF1, IF2, UpdatePC, HALT, Decode} state;
    always @(posedge clk) begin
        if (reset) 
            state <= RST;
        else begin
            case (state)
                RST: state <= IF1;
                IF1: state <= IF2;
                IF2: state <= UpdatePC;
                UpdatePC: state <= Decode;
                HALT: state <= HALT;
                Decode: begin
                    if (opcode == 3'b111) state <= HALT;
                    else if (opcode == 3'b110) begin
                        if (ALUop == 2'b10) state <= mov_1;
                        else if (ALUop == 2'b00) state <= mov1;
                    end
                    else if (opcode == 3'b101) begin
                        if (ALUop == 2'b00) state <= add1;
                        else if (ALUop == 2'b01) state <= cmp1;
                        else if (ALUop == 2'b10) state <= and1;
                        else if (ALUop == 2'b11) state <= mvn1;
                    end
                    else if (opcode == 3'b011 && ALUop == 2'b00) state <= ldr1;
                    else if (opcode == 3'b100 && ALUop == 2'b00) state <= str1;
                end
                mov_1: state <= IF1;
                mov1: state <= mov2;
                mov2: state <= mov3;
                mov3: state <= IF1;
                add1: state <= add2;
                add2: state <= add3;
                add3: state <= add4;
                add4: state <= IF1;
                and1: state <= and2;
                and2: state <= and3;
                and3: state <= and4;
                and4: state <= IF1;
                cmp1: state <= cmp2;
                cmp2: state <= cmp3;
                cmp3: state <= IF1;
                mvn1: state <= mvn2;
                mvn2: state <= mvn3;
                mvn3: state <= IF1;
                ldr1: state <= ldr2;
                ldr2: state <= ldr3;
                ldr3: state <= ldr4;
                ldr4: state <= ldr5;
                ldr5: state <= IF1;
                str1: state <= str2;
                str2: state <= str3;
                str3: state <= str4;
                str4: state <= str5;
                str5: state <= IF1;
            endcase
        end
    end
    assign W = (state == IF1) ? 1'b1 : 1'b0 ;
    assign loada = (state == add1) ? 1'b1 :
                    (state == cmp1) ? 1'b1 :
                    (state == and1) ? 1'b1 : 
                    (state == ldr1) ? 1'b1 :   
                    (state == str1) ? 1'b1 : 
                    1'b0 ;
    assign loadb = (state == add2) ? 1'b1 :
                    (state == cmp2) ? 1'b1 :
                    (state == and2) ? 1'b1 :
                    (state == mvn1) ? 1'b1 :
                    (state == mov1) ? 1'b1 : 
                    (state == str3) ? 1'b1 : 1'b0 ;
    assign loadc = (state == add3) ? 1'b1 :
                    (state == and3) ? 1'b1 :
                    (state == mvn2) ? 1'b1 :
                    (state == mov2) ? 1'b1 : 
                    (state == cmp3) ? 1'b1 : 
                    (state == ldr2) ? 1'b1 : 
                    (state == str2) ? 1'b1 : 
                    (state == str4) ? 1'b1 : 
                    1'b0;
    assign loads = (state == cmp3) ? 1'b1 : 1'b0 ;
    assign vsel = (state == mov_1) ? 2'b01 : 
                  (state == ldr5) ? 2'b00 : 
                  2'b11 ;
    assign asel = (state == mvn2) ? 1'b1 :
                    (state == mov2) ? 1'b1 : 
                    (state == str2) ? 1'b0 : 
                    (state == str4) ? 1'b1 :
                    1'b0 ;
    assign bsel = (state == ldr2) ? 1'b1 :
                  (state == str2) ? 1'b1 : 
                   1'b0;
    assign nsel = (state == add1) ? 3'b100 :
                    (state == cmp1) ? 3'b100 :
                    (state == and1) ? 3'b100 :
                    (state == mov_1) ? 3'b100 :
                    (state == add4) ? 3'b010 :
                    (state == and4) ? 3'b010 :
                    (state == mvn3) ? 3'b010 :
                    (state == mov3) ? 3'b010 : 
                    (state == ldr1) ? 3'b100 :    
                    (state == ldr5) ? 3'b010 : 
                    (state == ldr6) ? 3'b010 : 
                    (state == str1) ? 3'b100 : 
                    (state == str3) ? 3'b010 : 
                    3'b001 ;
    assign write = (state == add4) ? 1'b1 :
                    (state == mvn3) ? 1'b1 :
                    (state == and4) ? 1'b1 :
                    (state == mov_1) ? 1'b1 :
                    (state == mov3) ? 1'b1 : 
                    (state == ldr5) ? 1'b1 :
                    (state == ldr6) ? 1'b1 :
                    1'b0 ;
    assign load_pc = (state == RST) ? 1'b1 :
                     (state == UpdatePC) ? 1'b1 : 1'b0;
    assign reset_pc = (state == RST) ? 1'b1 : 1'b0;
    assign load_ir = (state == IF2) ? 1'b1 : 1'b0;
    assign addr_sel = (state == IF1) ? 1'b1 :
                      (state == IF2) ? 1'b1 : 
                      (state == str4) ? 1'b0 :
                      (state == str5) ? 1'b0 : 
                      1'b0;
    assign mem_cmd = (state == IF1) ? 2'b10 :
                      (state == IF2) ? 2'b10 : 
                      (state == ldr4) ? 2'b10 : 
                      (state == ldr5) ? 2'b10 : 
                      (state == str5) ? 2'b01 :
                      2'b00;
    assign load_addr = (state == ldr3) ? 1'b1 : 
                        (state == str3) ? 1'b1 : 1'b0;
endmodule
```
`run.sh`:
```
#!/bin/bash
# OpenROAD 26Q1-2900-gdf79404cd8, Yosys 0.63+post, stock flow scripts
make -C /OpenROAD-flow-scripts/flow DESIGN_CONFIG=/design/flow/config.mk WORK_HOME=/design/flow/orfs finish
```
`config.mk`:
```
export PLATFORM = sky130hd
export DESIGN_NAME = cpu
export DESIGN_NICKNAME = cpu
export VERILOG_FILES = /design/flow/design.v
export SDC_FILE = /design/flow/constraint.sdc
export NUM_CORES = 4
export LEC_CHECK = 1
export CORE_UTILIZATION = 40
```
`constraint.sdc`:
```
current_design cpu

set clk_period 11.2
set clk_io_pct 0.2

create_clock -name clk0 -period $clk_period [get_ports {clk}]

set non_clock_inputs [all_inputs -no_clocks]
set_input_delay [expr $clk_period * $clk_io_pct] -clock clk0 $non_clock_inputs
set_output_delay [expr $clk_period * $clk_io_pct] -clock clk0 [all_outputs]
```
==> impl_metrics.sql <==
-- flow metrics import
INSERT INTO impl_metrics (metric_group, metric, value, unit) VALUES
('clock_tree', 'clock_pin_slew_reported_for_the_worst_setup_and_hold_paths_after_clock_tree_synthesis', '60', 'ps'),
('synthesis', 'enable_flop_cells', '212', ''),
('setup_path', 'worstSetupEndpointType', 'register', ''),
('final_timing', 'finalMaxSlewViolations', '0', ''),
('power_and_ir_drop', 'power_leakage', '4.98', 'nW'),
('clock_tree', 'cts-resized-gates', '0', ''),
('run_status', 'status', 'complete, no violations', ''),
('clock_tree', 'clock_latency_on_the_worst_skew_pair', '530', 'ps'),
('global_route', 'antenna_found_initial', '0', ''),
('setup_path', 'timing.critical_path.slowest_stage_cell', 'xor2_1', ''),
('setup_path', 'crit_path_cell_trace', 'xor2_1 > and2_1 > a32oi_1 > o21ai_0 > ha_1 > inv_1 > fa_1 > nand2b_1 > a2bb2oi_1 > o311ai_1 > nand2_1 > xnor2_1 > mux4_2 > or4_1 > nor4_1 > nor4b_2', ''),
('final_timing', 'max_slew_margin', '0.315', ''),
('floorplanning', 'num_rows', '63', ''),
('clock_tree', 'postCtsHoldBufs', '0', ''),
('synthesis', 'dominantRegCellSynth', 'edfxtp_1', ''),
('final_timing', 'timing_worst_slew_pin_value', '1030', 'ps'),
('clock_tree', 'clkSinkCount', '218', ''),
('floorplanning', 'fp.coreArea', '29900', 'µm²'),
('cells_and_area', 'top_cell_excl_fill_tap', 'edfxtp_1', ''),
('synthesis', 'synth_chip_area', '12200', 'µm²'),
('setup_path', 'setup.worst_path.start_class', 'register', ''),
('clock_tree', 'numCtsBuffers', '24', ''),
('floorplanning', 'core_util_floorplan', '0.410', ''),
('synthesis', 'post_synth_main_area_contributors', 'edfxtp_1, ha_1, nand2_1', ''),
('floorplanning', 'chip_area', '31300', 'µm²'),
('global_route', 'grt_use_total', '0.225', ''),
('final_timing', 'clock-skew-final', '11.1', 'ps'),
('clock_tree', 'htreeDepth', '1', ''),
('drt', 'drt_pass1_iterations', '5', ''),
('place', 'hpwl', '22800', 'µm'),
('worst_hold_path', 'min-delay-path-class', 'register to register', ''),
('synthesis', 'ys_cells', '1111', ''),
('final_timing', 'setup_total_negative_slack', '0', 'ps'),
('final_timing', 'final_cycle_utilization_of_the_critical_path', '0.523', ''),
('final_timing', 'clock.fmax', '0.171', 'GHz'),
('synthesis', 'seq_area_frac_synth', '0.530', ''),
('final_timing', 'report.final.hold_viol_count', '0', ''),
('global_route', 'grt_first_pass_wirelength', '50000', 'µm'),
('drt', 'vias_per_inst', '5.68', ''),
('setup_path', 'timing.critical_path.arrival', '6210', 'ps'),
('clock_tree', 'maximum_root_to_sink_buffer_count', '3', ''),
('synthesis', 'synth_largest_type_area_fraction', '0.520', ''),
('synthesis', 'netlist-cell-type-count', '88', ''),
('global_route', 'grt_ovf', '0', ''),
('setup_path', 'path_max_fanout', '21', ''),
('global_route', 'grt_pass1_vias', '8497', ''),
('cells_and_area', 'area_growth', '15.7', '%'),
('floorplanning', 'fp.dieH', '177', 'µm'),
('final_timing', 'post-route-min-period', '5850', 'ps'),
('drt', 'drt.antenna.violating_nets', '0', ''),
('place', 'finalWeightedCongestion', '0.940', ''),
('final_timing', 'grt_setup_unrepaired', 'no', ''),
('final_timing', 'post-route-worst-setup-slack', '5350', 'ps'),
('cells_and_area', 'final_cell_mix', 'edfxtp_1, nand2_1, nor2_1, a21oi_1, clkdlybuf4s50_1', ''),
('drt', 'drt_wl_total', '32300', 'µm'),
('synthesis', 'syn_area', '12200', 'µm²'),
('drt', 'drt_iter0_drcs', '764', ''),
('cells_and_area', 'post_route_cells_drive_above_1_share', '0.100', ''),
('floorplanning', 'io_pins', '64', ''),
('global_route', 'grt_start_max_net_pins', '60', ''),
('power_and_ir_drop', 'irDropWorstVdd', '132', 'µV'),
('clock_tree', 'clock-root-buffer', 'clkbuf_16', ''),
('drt', 'antenna_cells_inserted', '0', ''),
('setup_path', 'crit_path_max_cell_delay', '680', 'ps'),
('synthesis', 'synthCells', '1111', ''),
('synthesis', 'postSynthRegisterBits', '218', ''),
('synthesis', 'synthDominantAreaCellType', 'edfxtp_1', ''),
('floorplanning', 'die-width', '177', 'µm'),
('cells_and_area', 'final_core_util', '0.474', ''),
('drt', 'wl_per_cell', '20.6', 'µm'),
('setup_path', 'cp.required', '11560', 'ps');
==> metrics by stage <==
| stage | cells | instance area [µm²] | power (mW) | hold slack [ps] |
|---|---|---|---|---|
| after CTS | 1570 | 14200 | 4.79 | 594 |
| after detailed placement | 1527 | 13400 | 3.98 | 580 |
| after floorplan | 1111 | 12200 | 3.20 | 426 |
| after global placement | 1527 | 13400 | 3.99 | 568 |
| after global routing | 1570 | 14200 | 5.14 | 609 |
| final | 1570 | 14200 | 4.77 | 586 |
==> power by group <==
part	leakage (nW)	total, mW	internal [mW]	switching, mW
Sequential	1.97	1.37	1.25	0.120
Combinational	2.62	2.61	1.05	1.56
Clock	0.380	0.791	0.468	0.323
Total	4.98	4.77	2.77	2.00
==> kinds of logic (layout without fill, tap and decap cells) <==
family | count (synthesis) | in the layout | share of synthesized area
AOI/OAI and AO/OA | 288 | 288 | 0.164
buffers and inverters | 108 | 177 | 0.0355
xor gates and xnor gates | 30 | 30 | 0.0215
adders and majority gates | 37 | 37 | 0.0391
DFF | 218 | 218 | 0.530
and+or+nand+nor | 373 | 373 | 0.156
muxes | 57 | 57 | 0.0532
==> final timing paths <==
path                          start   endpoint  slack (ps)  cells past startpoint
setup / recovery    instruction[14]   DP.Z_out        5350                     16
setup reg to reg    instruction[14]   DP.Z_out        5350                     16
hold / removal    DP.REGFILE.R0[13]  DP.in[13]         590                      1
hold reg to reg   DP.REGFILE.R0[13]  DP.in[13]         590                      1
==> Yosys cell counts, types with 10 or more instances <==
library cell,n
edfxtp_1,212
nand2_1,94
nor2_1,87
a21oi_1,64
o21ai_0,57
clkbuf_1,45
nor2b_1,39
inv_1,37
ha_1,35
mux2i_1,29
mux2_2,24
nor3_1,23
nand2b_1,22
nand3_1,21
xnor2_1,20
buf_2,17
and2_1,15
a211oi_1,14
a22oi_1,14
o211ai_1,12
a31oi_1,11
and3_1,11
nand3b_1,11
xor2_1,10
==> critical path, delay by kind of cell, from the launching register on <==
kind | cells | cell delay [ps]
compound gates | 4 | 1170
xor+xnor | 2 | 830
fa+ha+maj | 2 | 710
buf+inv | 1 | 70
flops | 1 | 500
mux | 1 | 460
simple gates | 6 | 1950
==> cell type report <==
type | count | area (µm²)
fill | 2609 | 15700
sequential | 218 | 6490
multi-input combinational | 785 | 5360
timing repair buffer | 96 | 878
clock buffer | 30 | 623
tap | 390 | 488
clock inverter | 13 | 175
inverter | 38 | 143
==> metal layers <==
layer / GRT usage / vias up / routed length (µm)
li1: - / 4323 / -
met3: 0.0710 / 47 / 2740
met4: 0.0524 / 0 / 896
met1: 0.328 / 4232 / 13600
met2: 0.346 / 311 / 15100
met5: 0 / - / 0
No activity file was given, so power comes from the tool's default toggle rates.
